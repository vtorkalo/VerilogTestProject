--- flow/config.mk ---
export PLATFORM = sky130hd
export DESIGN_NAME = pwm
export DESIGN_NICKNAME = pwm
export VERILOG_FILES = /design/flow/design.v
export SDC_FILE = /design/flow/constraint.sdc
export NUM_CORES = 4
export LEC_CHECK = 1
export CORE_AREA = 10 10 73 73
export DIE_AREA = 0 0 83 83
--- flow/constraint.sdc ---
current_design pwm

set clk_period 1.9
set clk_io_pct 0.2

create_clock -name clk0 -period $clk_period [get_ports {pwm_clk}]

set non_clock_inputs [all_inputs -no_clocks]
set_input_delay [expr $clk_period * $clk_io_pct] -clock clk0 $non_clock_inputs
set_output_delay [expr $clk_period * $clk_io_pct] -clock clk0 [all_outputs]
--- flow/design.v ---
module pwm(
  input pwm_clk,
  input [7:0] duty,  
  output reg PWM_PIN
);
reg [7:0] count = 0;
always @(posedge pwm_clk)
begin
  count <= count + 1;
  PWM_PIN <= (count < duty);  
end
endmodule
--- flow/run.sh ---
#!/bin/bash
# OpenROAD 26Q1-2900-gdf79404cd8, Yosys 0.63+post, stock flow scripts
make -C /OpenROAD-flow-scripts/flow DESIGN_CONFIG=/design/flow/config.mk WORK_HOME=/design/flow/orfs finish
==> qor.tcl <==
set qor(min_period_over_period) 0.748
set qor(cts.root.buffer_cell) {sky130_fd_sc_hd__clkbuf_8}
set qor(post-place-cells) 109
set qor(source_of_the_worst_register_to_register_timing_path) {count[0]$_DFF_P_}
set qor(grt_max_degree) 6
set qor(drtIter0Drc) 28
set qor(cts_buffers) 3
set qor(rsz_0062_raised_after_global_routing) {false}
set qor(post_cts_hold_buffer_count) 0
set qor(post_drt_wl_per_cell_um) 8.13
set qor(wire_length_of_the_first_global_routing_pass_um) 1640
set qor(first_global_vias) 388
set qor(critical_path_required_ns) 2.01
set qor(dr_total_vias) 377
set qor(ys_chip_area_um2) 474
set qor(cts.repair_timing.setup_buffer_count) 0
set qor(yosys.stat.seqShare) 0.380
set qor(yosys.area.top_type_share) 0.380
set qor(hold_violations) 0
set qor(worstMarginPinSlew_ns) 0.197
set qor(largest_fanout_on_the_critical_path) 3
set qor(instance_tally_after_logic_synthesis) 52
set qor(gr-usage-all-layers) 0.0276
set qor(critical-path-max-stage-delay_ns) 0.45
set qor(dieArea_um2) 6890
set qor(route.detailed.drc) 0
set qor(cp_cell_sequence) {clkdlybuf4s50_1, inv_1, ha_1, nand3_1, o211ai_1, a21oi_1}
set qor(post_cts_resized) 0
set qor(floorplan.initialDensity) 0.127
set qor(arrival_ns) 1.53
set qor(critPathTopFamily) {buffers and inverters}
set qor(fin_tns_setup_ns) 0
set qor(hp-start) {count[0]$_DFF_P_}
set qor(flow.area_growth_from_synthesis_pct) 41.2
set qor(worst_slew_margin_rel) 0.867
set qor(cts_htree_levels) 1
set qor(routed_wl_um) 919
set qor(synthTopCellsByArea) {sky130_fd_sc_hd__dfxtp_1 (38%), sky130_fd_sc_hd__ha_1 (21%), sky130_fd_sc_hd__xor2_1 (7.4%)}
set qor(holdPathEnd) {count[0]$_DFF_P_}
set qor(first_drt_pass_iteration_count) 2
set qor(fin_worst_skew_ns) 0.00167
set qor(r2r_cells) 4
set qor(rows) 22
set qor(tritoncts_num_sinks) 9
set qor(yosysCellCount) 52
set qor(antenna_found_initial) 0
set qor(place.gp.congestion) 0.764
set qor(maxClockFrequency_mhz) 704
set qor(r2r_setup_slack_ns) 0.75
set qor(yosysTopAreaCell) {sky130_fd_sc_hd__dfxtp_1}
set qor(yosys.cell_types.count) 15
set qor(maxCapViolations) 0
set qor(timing.critical_path.buf_inv) 2
set qor(clkTransAtPathRegs_ns) 0.04
set qor(crit_path_end_kind) {register}
set qor(timing.rr.end) {count[6]$_DFF_P_}
set qor(ir_worst_vdd_mv) 0.206
set qor(dpl.hpwl_um) 729
set qor(final_number_of_max_transition_violations) 0
set qor(cts_tree) {done}
set qor(worst_hold_path.num_cells) 1
set qor(number_of_warning_messages_in_the_yosys_log) 1
set qor(max-clock-path-buffers) 2
set qor(detail-route-antenna-nets) 0
set qor(synthesis.area_um2) 474
set qor(start_kind) {input port}
set qor(antenna_cells) 0
set qor(leakage_uw) 0.000302
set qor(ioPinCount) 10
set qor(number_of_storage_elements_in_the_synthesis_netlist) 9
set qor(status) {finished, final reports clean}
set qor(placeableCoreArea_um2) 3740
set qor(finalSetupViolCount) 0
set qor(warnings) 25
set qor(final_cell_count_no_fill) 113
set qor(layout_cells_sized_above_1) 0.0923
set qor(final.min_clock_period_ns) 1.42
set qor(timing.setup.critical_path_class) {input port to register}
set qor(grt-ovfl-total) 0
set qor(critical-path-slowest-cell) {sky130_fd_sc_hd__clkdlybuf4s50_1}
set qor(io_buffers) 9
set qor(die_h_um) 83
set qor(worst_hold_path_type) {register to register}
set qor(clock.latency.late_pin_ns) 0.23
set qor(powerDensity_nw_per_um2) 644
set qor(die_w_um) 83
set qor(syn_avg_cell_area_um2) 9.12
set qor(vias_per_cell) 3.34
-- cells in the mapped netlist --
master                     instances
sky130_fd_sc_hd__ha_1              8
sky130_fd_sc_hd__nand2_1           4
sky130_fd_sc_hd__nor3_2            1
sky130_fd_sc_hd__o211ai_1          1
sky130_fd_sc_hd__xnor2_1           2
sky130_fd_sc_hd__nor2b_1           1
sky130_fd_sc_hd__nand2_2           1
sky130_fd_sc_hd__nor2_1            3
sky130_fd_sc_hd__inv_1             8
sky130_fd_sc_hd__o21ai_0           1
sky130_fd_sc_hd__dfxtp_1           9
sky130_fd_sc_hd__nand3_1           4
sky130_fd_sc_hd__xor2_1            4
sky130_fd_sc_hd__a21oi_1           4
sky130_fd_sc_hd__nand3_2           1
-- worst max path at each step --
stage | cells past startpoint | endpoint | slack (ns) | startpoint
CTS | 6 | PWM_PIN$_DFF_P_ | 0.47 | duty[7]
global route | 6 | PWM_PIN$_DFF_P_ | 0.36 | duty[2]
finish | 6 | PWM_PIN$_DFF_P_ | 0.48 | duty[7]
-- registers in the layout, summed over array words and instances (netlist names) --
register,flops
PWM_PIN,1
count,8
-- final cells by class --
type	instances	area [µm²]
Timing Repair Buffer	9	90.1
Tap cell	48	60.1
Inverter	8	30.0
Fill cell	417	3070
Sequential cell	9	180
Multi-Input combinational cell	35	264
Clock buffer	4	45.0
-- stage by stage --
step	hold WS [ns]	power (µW)	util	instance area (µm²)	setup slack [ns]
3_3_place_gp	0.424	222	0.167	624	0.225
6_report	0.445	431	0.179	669	0.480
5_1_grt	0.461	456	0.179	669	0.358
2_1_floorplan	0.405	203	-	474	0.783
4_1_cts	0.446	438	0.179	669	0.469
3_5_place_dp	0.433	222	0.167	624	0.229
-- cell usage in the layout, fill, tap and decap left out, types with 2 or more instances in the layout --
cell type / n
sky130_fd_sc_hd__nand3_1: 4
sky130_fd_sc_hd__inv_1: 8
sky130_fd_sc_hd__a21oi_1: 4
sky130_fd_sc_hd__ha_1: 8
sky130_fd_sc_hd__xor2_1: 4
sky130_fd_sc_hd__xnor2_1: 2
sky130_fd_sc_hd__nor2_1: 3
sky130_fd_sc_hd__clkdlybuf4s50_1: 9
sky130_fd_sc_hd__clkbuf_8: 3
sky130_fd_sc_hd__dfxtp_1: 9
sky130_fd_sc_hd__nand2_1: 4
-- metal layers --
metal	vias up	GRT usage	routed length (µm)
met5	-	0	0
met4	0	0.00769	16
met3	2	0.0207	90
met2	10	0.0356	385
met1	169	0.0346	427
li1	196	-	-
-- cells by family (layout without fill, tap and decap cells) --
| family | Yosys count | count (layout) | synth area share |
|---|---|---|---|
| and+or+nand+nor | 15 | 15 | 0.166 |
| AOI/OAI and AO/OA | 6 | 6 | 0.0686 |
| xor gates and xnor gates | 6 | 6 | 0.111 |
| buffers and inverters | 8 | 21 | 0.0633 |
| DFF | 9 | 9 | 0.380 |
| adders and majority gates | 8 | 8 | 0.211 |
-- where the power goes --
part           switching [µW]  leakage (µW)  internal [µW]
clock                    67.6     0.0000228            145
combinational            9.09      0.000207           19.4
sequential             0.0217     0.0000725            190
-- worst register-to-register path: cells and delay by family, from the launching register on --
family / cells / cell delay, ns
flip-flops: 1 / 0.41
AND/OR/NAND/NOR: 2 / 0.29
adder cells (fa/ha/maj): 1 / 0.23
XOR/XNOR: 1 / 0.15
Power and IR drop assume default switching activity.
